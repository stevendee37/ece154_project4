## /design/flow/design.v

```verilog
module dmem(input   clk, we,
            input   [31:0] a, wd,
            output  [31:0] rd);
  reg [31:0] RAM[63:0];
  assign rd = RAM[a[31:2]];
  always@(posedge clk)
    if(we) RAM[a[31:2]] <= wd;
endmodule
module imem(input   [5:0]  a,
            output  [31:0] rd);
  reg [31:0] RAM[63:0];
  initial
    begin
      $readmemh("memfile.dat",RAM);  
    end
  assign rd = RAM[a];  
endmodule
```

## /design/flow/memfile.dat

```
20020005
2003000c
2067fff7
00e22025
00642824
00a42820
10a7000a
0064202a
10800001
20050000
00e2202a
00853820
00e23822
ac670044
8c020050
08000011
20020001
ac020054
```

## /design/flow/run.sh

```bash
#!/bin/bash
# OpenROAD 26Q1-2900-gdf79404cd8, Yosys 0.63+post, stock flow scripts
make -C /OpenROAD-flow-scripts/flow DESIGN_CONFIG=/design/flow/config.mk WORK_HOME=/design/flow/orfs finish
```

## /design/flow/config.mk

```make
export PLATFORM = sky130hd
export DESIGN_NAME = dmem
export DESIGN_NICKNAME = dmem
export VERILOG_FILES = /design/flow/design.v
export SDC_FILE = /design/flow/constraint.sdc
export NUM_CORES = 4
export LEC_CHECK = 1
export CORE_UTILIZATION = 50
```

## /design/flow/constraint.sdc

```tcl
current_design dmem

set clk_period 32.2
set clk_io_pct 0.2

create_clock -name clk0 -period $clk_period [get_ports {clk}]

set non_clock_inputs [all_inputs -no_clocks]
set_input_delay [expr $clk_period * $clk_io_pct] -clock clk0 $non_clock_inputs
set_output_delay [expr $clk_period * $clk_io_pct] -clock clk0 [all_outputs]
```

==> load_flow_metrics.sql <==
-- metrics for the results database
INSERT INTO impl_metrics (metric_group, metric, value, unit) VALUES
('place', 'place.port_buffers', '71', ''),
('clock_tree', 'cts_tree', 'built', ''),
('routing', 'firstDrtPassIters', '6', ''),
('worst_setup_path', 'total_number_of_cells_along_the_worst_setup_path', '11', ''),
('die', 'core_area', '154800', 'um2'),
('synthesis', 'synth-edff-count', '2048', ''),
('worst_setup_path', 'cp_cell_sequence', 'buf_8 -> buf_4 -> buf_4 -> buf_4 -> nand2b_2 -> buf_4 -> o22a_1 -> a21oi_1 -> or4b_1 -> or4_1 -> clkdlybuf4s50_1', ''),
('die', 'fp_util', '50.58', '%'),
('die', 'die.size.y', '397.7', 'um'),
('worst_hold_path', 'timing.hold.worst_path_depth', '1', ''),
('power', 'leakagePower', '28.39', 'nW'),
('power', 'cellPowerDensity', '62.72', 'nW/um2'),
('final_timing', 'tightest_slew', '1037', 'ps'),
('worst_setup_path', 'cp_max_fo', '47', ''),
('global_routing', 'global_route.overflow_total', '0', ''),
('synthesis', 'netlist.top_cell.by_area', 'edfxtp_1', ''),
('final_timing', 'slew_viol_final', '0', ''),
('run_status', 'run_status', 'finished, final reports clean', ''),
('final_timing', 'slew_headroom', '29.98', '%'),
('place', 'dpl-instance-area', '82210', 'um2'),
('power', 'design_power_total', '5.563', 'mW'),
('final_timing', 'setup_violations', '0', ''),
('place', 'numPlacedInstances', '6219', ''),
('place', 'routabilityCongestion', '0.9203', ''),
('clock_tree', 'tritoncts_num_sinks', '2048', ''),
('routing', 'detail-route-antenna-nets', '0', ''),
('layout', 'drive_gt1_share', '18.47', '%'),
('clock_tree', 'cts_inserted_buffers', '204', ''),
('synthesis', 'yosysWarnings', '1', ''),
('final_timing', 'grt_setup_unrepaired', 'no', ''),
('synthesis', 'postSynth.asyncResetShare', '0', '%'),
('worst_setup_path', 'critical_path_class', 'primary input to output port', ''),
('clock_tree', 'htree_levels', '4', ''),
('global_routing', 'grt_max_degree', '98', ''),
('synthesis', 'synth.most_common_cell', 'edfxtp_1', ''),
('synthesis', 'post_synth.cell_area_avg', '18.61', 'um2'),
('synthesis', 'syn-cell-area', '78290', 'um2'),
('routing', 'totalWireLength', '216100', 'um'),
('final_timing', 'final_min_period_over_clock_period', '56.71', '%'),
('layout', 'final_core_utilization', '57.30', '%'),
('synthesis', 'dominant_synthesized_flop_cell', 'edfxtp_1', ''),
('power', 'vdd.ir_drop.worst', '0.05449', 'mV'),
('layout', 'final-instance-count-excl-fill', '6588', ''),
('global_routing', 'grtUsageTotal', '31.25', '%'),
('layout', 'layout_overhead_on_the_synthesized_area', '13.29', '%'),
('die', 'placement_rows', '144', ''),
('worst_setup_path', 'path_buffers', '6', ''),
('synthesis', 'common_cells', 'edfxtp_1, mux2i_1, a22oi_1', ''),
('final_timing', 'setup_ws_final', '13940', 'ps'),
('worst_setup_path', 'worst_setup_path_start_kind', 'primary input', ''),
('routing', 'drcViolationCount', '0', ''),
('clock_tree', 'clock_tree.buffer_depth', '3', ''),
('global_routing', 'via_count_of_the_first_global_routing_pass', '43256', ''),
('clock_tree', 'cts_repair_resize_count', '0', ''),
('job', 'maxCapViolCount', '0', ''),
('worst_setup_path', 'worst_path_dominant_cell_family', 'buffers and inverters', ''),
('clock_tree', 'cts_hold_repair.buffers', '0', ''),
('place', 'worst_setup_slack_post_dpl', '13990', 'ps'),
('worst_setup_path', 'crit_top_cell', 'buf_4', ''),
('worst_hold_path', 'hold_path.class', 'primary input to flip-flop', ''),
('die', 'io-pin-count', '98', ''),
('routing', 'via_to_cell_ratio', '6.315', ''),
('synthesis', 'yosys_register_bits', '2048', ''),
('synthesis', 'synthesis.instances', '4207', ''),
('place', 'dp_hpwl', '122500', 'um'),
('final_timing', 'max_freq', '54.77', 'MHz'),
('routing', 'drtIter0Drc', '2640', ''),
('synthesis', 'yosysTopAreaCellShare', '78.56', '%'),
('die', 'overall_die_width', '397.7', 'um');
==> worst paths after layout <==
path  startpoint         end  slack [ps]
min        wd[6]  RAM[49][6]        5850
max         a[2]      rd[13]       13940
==> cell families after synthesis <==
kind of cell,synth area share [%]
AND/OR/NAND/NOR,2.829
AND-OR/OR-AND,8.733
multiplexers,8.188
buffers and inverters,1.696
flip-flops,78.56
==> layout by cell type (no fill, tap or decap), drive strengths merged, types with 3 or more instances in the layout <==
master	count
a211oi	17
nand3	54
nand2b	18
clkinv	94
a222oi	16
o221ai	6
nor2	145
nor3	22
o2bb2ai	15
and3	85
mux4	96
or3	4
or4b	14
edfxtp	2048
and2	5
clkbuf	246
nor4	14
clkdlybuf4s50	36
a22oi	188
mux2i	259
a31oi	43
a221oi	175
o22ai	93
a22o	66
mux2	147
nor2b	8
or4	15
nand2	28
a221o	15
bufinv	17
o21ai	85
a21oi	121
clkinvlp	4
inv	8
nand4	3
a2111oi	15
buf	230
o22a	70
==> power breakdown <==
part           internal (mW)  switching, mW
Sequential              2.95        0.00356
Combinational         0.0940          0.217
Clock                   1.30          0.991
==> routing by layer <==
layer	part of all wire [%]	GRT usage, %	vias to the layer above
met4	3.3	7.843	34
met5	0.10	0.5751	-
li1	-	-	17906
met3	18	24.08	364
met1	33	42.20	20776
met2	45	42.83	2522
==> cell type report <==
cell class                      count  area (um2)  share of cell area [%]
Clock buffer                      246        5284                   5.958
Timing Repair Buffer              266        2042                   2.302
Inverter                            2       15.01                 0.01693
Tap cell                         2044        2557                   2.884
Sequential cell                  2048       61500                   69.34
Antenna cell                        2       5.005                0.005643
Clock inverter                    121        1195                   1.347
Multi-Input combinational cell   1859       16090                   18.15
Power figures rest on the tool's default switching activity, not on a simulated workload.
