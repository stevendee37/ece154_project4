===== run.sh =====
#!/bin/bash
# OpenROAD 26Q1-2900-gdf79404cd8, Yosys 0.63+post, stock flow scripts
make -C /OpenROAD-flow-scripts/flow DESIGN_CONFIG=/design/flow/config.mk WORK_HOME=/design/flow/orfs finish

===== config.mk =====
export PLATFORM = sky130hd
export DESIGN_NAME = ALU
export DESIGN_NICKNAME = ALU
export VERILOG_FILES = /design/flow/design.v
export SDC_FILE = /design/flow/constraint.sdc
export NUM_CORES = 4
export LEC_CHECK = 1
export CORE_UTILIZATION = 30

===== constraint.sdc =====
current_design ALU

set clk_period 11.5
set clk_io_pct 0.2

create_clock -name clk0 -period $clk_period

set non_clock_inputs [all_inputs -no_clocks]
set_input_delay [expr $clk_period * $clk_io_pct] -clock clk0 $non_clock_inputs
set_output_delay [expr $clk_period * $clk_io_pct] -clock clk0 [all_outputs]

===== design.v =====
module ALU (input [31:0] a, b, input [2:0] f, output reg [31:0] y, output zero) ;
  wire [31:0] BB ;
  wire [31:0] S ;
  wire   cout ;
  assign BB = (f[2]) ? ~b : b ;
  assign {cout, S} = f[2] + a + BB ;
  always @ * begin
   case (f[1:0]) 
    2'b00 : y <= a & BB ;
    2'b01 : y <= a | BB ;
    2'b10 : y <= S ;
    2'b11 : y <= {31'd0, S[31]};
   endcase
  end 
  assign zero = (y == 0) ;
 endmodule

==> impl_table.tex <==
% Auto-generated results table
\begin{tabular}{lr}
\hline
Metric & Value \\
\hline
\multicolumn{2}{l}{\textbf{Hold path}} \\
\quad Worst min-delay path category & in2out \\
\quad Cells on Worst Hold Path & 5 \\
\quad Hold Crit Start & a[2] \\
\quad Worst min-delay path endpoint & y[2] \\
\multicolumn{2}{l}{\textbf{Drt}} \\
\quad DRC violation total after the first TritonRoute iteration & roughly 120 \\
\quad Remaining antenna violation count & 0 \\
\quad Count of antenna diodes in the layout & 0 \\
\quad Pre-antenna DRT Iters & 5 \\
\quad Routed via count divided by cell count & 4.994 \\
\quad Routed via count & 3521 \\
\quad Total wire length & between 10 and 15 mm \\
\quad Number of remaining DRC errors & 0 \\
\quad Post-DR wirelength/cell & $\sim$15 um \\
\multicolumn{2}{l}{\textbf{Floorplan}} \\
\quad Horizontal die dimension & 105.6 um \\
\quad \# IOs & 100 \\
\quad Placeable core area & about 10000 um2 \\
\quad \# rows & 37 \\
\quad Init Core Util & 0.3106 \\
\quad Overall die height & around 110 um \\
\quad Die footprint & about 11000 um2 \\
\multicolumn{2}{l}{\textbf{Flow run}} \\
\quad Total tool warning count & 64 \\
\quad Maximum Capacitance Violations & 0 \\
\multicolumn{2}{l}{\textbf{Critical path}} \\
\quad Critical-path cell with the highest stage delay & sky130\_fd\_sc\_hd\_\_or4\_1 \\
\quad Crit-path cells & buf\_2, buf\_4, xor2\_1, inv\_1, ha\_1, and3\_1, a221oi\_2, nor3\_1, o31ai\_1, o22ai\_1, or4\_1, nor4\_1, and4\_1, nand4b\_1, nor3\_1, nor4b\_2, clkdlybuf4s50\_1 \\
\quad Crit path launch type & primary input \\
\quad Critical Path Sink Type & primary output \\
\quad Worst Setup Path Type & in2out \\
\quad Critical Path AT & between 7 and 8 ns \\
\quad Slowest cell delay on critical path & 0.53 ns \\
\quad Critical Path Fanout Max & 21 \\
\quad CP Data Required Time & 9.20 ns \\
\quad Cell repeated most along the worst path & sky130\_fd\_sc\_hd\_\_nor3\_1 \\
\multicolumn{2}{l}{\textbf{Timing}} \\
\quad Fin. Hold Viols & 0 \\
\quad Final hold slack & 5.740 ns \\
\quad Cycle use final & 0.8108 \\
\quad Worst-case setup margin in the final layout & $\sim$2.2 ns \\
\quad Final tally of max-slew violations & 0 \\
\quad FMAX & 0.1072 GHz \\
\quad Total Neg Setup Slack & 0 ns \\
\quad RSZ-0062 raised after global routing & no \\
\quad Shortest clock period the worst path allows after layout & 9.324 ns \\
\quad Total setup violations reported at the end of the flow & 0 \\
\quad Transition time at the pin with the least slew margin & $\sim$0.68 ns \\
\quad Worst relative slew slack & 0.5474 \\
\multicolumn{2}{l}{\textbf{Final layout}} \\
\quad Layout cells sized above 1 & 0.02812 \\
\quad Final core utilization & 0.4206 \\
\quad Multi-input gate area & $\sim$2900 um2 \\
\quad Number of sequential storage elements & 0 \\
\quad Area overhead of the layout relative to synthesis & 35.43\% \\
\quad Flop area & 0 um2 \\
\quad Filler instances & roughly 1100 \\
\quad Non-Filler Instances & just over 700 \\
\quad Final standard cell area without fillers & roughly 4400 um2 \\
\quad Clock buf count & 0 \\
\multicolumn{2}{l}{\textbf{Placed design}} \\
\quad Cell Count Post-Placement & between 700 and 800 \\
\quad Global placement routability congestion & 0.8969 \\
\quad Sum of net half-perimeters after detailed placement & 8.753 mm \\
\quad Placed standard-cell area & approximately 4400 um2 \\
\quad Post-placement worst setup slack & between 2 and 2.5 ns \\
\quad IO Port Bufs & 100 \\
\multicolumn{2}{l}{\textbf{Global routing}} \\
\quad Global-route congestion overflow total & 0 \\
\quad Number of global-route vias before repair & $\sim$3400 \\
\quad GRT Resource Usage Total & 0.1910 \\
\quad Pin count of the biggest net entering global routing & 28 \\
\quad Wire length of the first global-routing pass & 17.04 mm \\
\quad Antenna violations before repair & 0 \\
\multicolumn{2}{l}{\textbf{Power and ir drop}} \\
\quad Power density normalized to cell area & approximately 63 nW/um2 \\
\quad Total chip power & 0.2736 mW \\
\quad Switching power as a share of total power & 0.5143 \\
\quad P\_leak & approximately 2.1 nW \\
\quad Clk pwr share & 0 \\
\quad Pint & 0.1329 mW \\
\quad Share of total power in sequential cells & 0 \\
\quad Comb pwr share & 1.000 \\
\quad Worst IR Drop VDD & about 0.000022 V \\
\quad Sw Pwr & between 0.1 and 0.15 mW \\
\multicolumn{2}{l}{\textbf{Run status}} \\
\quad Run status & finished clean \\
\multicolumn{2}{l}{\textbf{Synthesis}} \\
\quad Cell type with the largest total area & sky130\_fd\_sc\_hd\_\_ha\_1 \\
\quad Seq share, synth & 0 \\
\quad Yosys stat chip area & $\sim$3200 um2 \\
\quad Top cells by area & sky130\_fd\_sc\_hd\_\_ha\_1 (25\%), sky130\_fd\_sc\_hd\_\_xor2\_1 (11\%), sky130\_fd\_sc\_hd\_\_inv\_1 (8.7\%) \\
\quad Ys Warns & 1 \\
\quad Synthesized area per cell & 6.696 um2 \\
\quad Post-Synthesis Cell Area & 3221 um2 \\
\quad Area share of the leading cell type in the synthesized netlist & 0.2486 \\
\quad Cell Type Count & 57 \\
\quad Yosys stat cell total & just under 500 \\
\quad Synth Instances & between 400 and 500 \\
\multicolumn{2}{l}{\textbf{Clock tree}} \\
\quad Buffer count from post-CTS setup fixing & 0 \\
\quad Cts hold-fix bufs & 0 \\
\quad Post-cts resize count & 0 \\
\hline
\end{tabular}
power groups by stage:
stage	Clock (mW)	Combinational (mW)	Sequential [mW]
6_report	0	0.274	0
5_1_grt	0	0.304	0
4_1_cts	0	0.275	0
layout make-up:
type                            count  share of cell area
Timing Repair Buffer              106              0.2387
Multi-Input combinational cell    388              0.6578
Inverter                           75             0.06454
Tap cell                          136             0.03901
cell usage in the layout (no fill, tap or decap), types with 7 or more instances in the layout:
cell / n
sky130_fd_sc_hd__a21o_1: 10
sky130_fd_sc_hd__a21oi_1: 48
sky130_fd_sc_hd__a31oi_1: 7
sky130_fd_sc_hd__clkdlybuf4s50_1: 99
sky130_fd_sc_hd__ha_1: 64
sky130_fd_sc_hd__inv_1: 75
sky130_fd_sc_hd__nand2_1: 33
sky130_fd_sc_hd__nor2_1: 35
sky130_fd_sc_hd__o21ai_0: 27
sky130_fd_sc_hd__o21ai_1: 10
sky130_fd_sc_hd__o22ai_1: 13
sky130_fd_sc_hd__xnor2_1: 18
sky130_fd_sc_hd__xor2_1: 42
worst max-delay path, delay by kind of cell:
family,cells,cell delay [ns]
compound gates,3,0.72
xor+xnor,1,0.23
fa+ha+maj,1,0.37
buf+inv,4,1.33
simple gates,8,2.04
synth_stat cells (all sizes together), types with 2 or more instances:
cell type,instances
o221ai,3
nor4,2
a211oi,5
mux2i,6
nand2,33
o22ai,13
o41ai,2
a221oi,2
a2111oi,2
a21boi,2
a21o,10
o21ai,37
nor3,5
or3,2
o21bai,5
nand3,5
and4,2
and2,2
o211ai,5
inv,75
xor2,42
a31oi,8
buf,8
xnor2,18
a21oi,49
ha,64
nor2,35
and3,5
clkbuf,10
nand4,6
metal layers:
layer,global-route usage,wire length (um)
met1,0.2673,5018
met2,0.3374,4981
met3,0.01073,390
met4,0.01290,76
met5,0,0
cell families after synthesis:
family | Yosys count | synth area share
compound gates | 150 | 0.2929
xor+xnor | 60 | 0.1632
fa+ha+maj | 65 | 0.2549
buf+inv | 93 | 0.1092
mux | 7 | 0.02215
simple gates | 106 | 0.1577
worst max-delay path by stage:
| stage | startpoint | to | slack (ns) | depth (start not counted) |
|---|---|---|---|---|
| 4_1_cts | f[2] | zero | 2.15 | 17 |
| 5_1_grt | f[2] | zero | 1.77 | 17 |
| 6_report | f[2] | zero | 2.18 | 17 |
No activity file was given, so power comes from the tool's default toggle rates.
